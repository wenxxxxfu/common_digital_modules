==> ./constraint.sdc <==
current_design sync_fifo_ptr

set clk_period 3.0
set clk_io_pct 0.2

create_clock -name clk0 -period $clk_period [get_ports {clk}]

set non_clock_inputs [all_inputs -no_clocks]
set_input_delay [expr $clk_period * $clk_io_pct] -clock clk0 $non_clock_inputs
set_output_delay [expr $clk_period * $clk_io_pct] -clock clk0 [all_outputs]
==> ./design.v <==
`timescale 1ns/1ns	 
module	sync_fifo_ptr
#(
    parameter   DATA_WIDTH = 'd8  ,							 
    parameter   DATA_DEPTH = 'd16 							 
)
(
    input                                   clk     ,        
    input                                   rst_n   ,        
    input   [DATA_WIDTH-1:0]                data_in ,        
    input                                   rd_en   ,        
    input                                   wr_en   ,        
    output  reg [DATA_WIDTH-1:0]            data_out,        
    output                                  empty   ,        
    output                                  full             
);
    reg [DATA_WIDTH - 1 : 0] fifo_ram   [DATA_DEPTH - 1 : 0]        ;   
    reg [$clog2(DATA_DEPTH)   : 0]    wr_ptr, rd_ptr	            ;   
    reg [$clog2(DATA_DEPTH) -1: 0]    wr_ptr_true, rd_ptr_true	    ;   
    reg wr_ptr_msb, rd_ptr_msb	;  
    assign {wr_ptr_msb, wr_ptr_true} = wr_ptr;
    assign {rd_ptr_msb, rd_ptr_true} = rd_ptr;
    always_ff@(posedge clk or negedge rst_n) begin
        if(!rst_n)begin
            wr_ptr      <= 'b0;
        end else if(wr_en && !full) begin
            fifo_ram[wr_ptr_true] <= data_in;
            wr_ptr <= wr_ptr + 1;
        end
    end
    always_ff@(posedge clk or negedge rst_n) begin
        if(!rst_n)begin
            rd_ptr      <= 'b0;
        end else if(rd_en && !empty) begin
            data_out <= fifo_ram[rd_ptr_true];
            rd_ptr <= rd_ptr + 1;
        end 
    end
    assign full = (wr_ptr_true == rd_ptr_true) && ( wr_ptr_msb !=  rd_ptr_msb);
    assign empty = (wr_ptr == rd_ptr) ;
endmodule
==> ./config.mk <==
export PLATFORM = sky130hd
export DESIGN_NAME = sync_fifo_ptr
export DESIGN_NICKNAME = sync_fifo_ptr
export VERILOG_FILES = /design/flow/design.v
export SDC_FILE = /design/flow/constraint.sdc
export NUM_CORES = 4
export LEC_CHECK = 1
export CORE_UTILIZATION = 40
==> ./run.sh <==
#!/bin/bash
# OpenROAD 26Q1-2900-gdf79404cd8, Yosys 0.63+post, stock flow scripts
make -C /OpenROAD-flow-scripts/flow DESIGN_CONFIG=/design/flow/config.mk WORK_HOME=/design/flow/orfs finish
==> changes_impl.md <==
### Physical design

- Async set-reset flop share out of synthesis: 0.0685
- Worst Path Max Fanout: 10
- Largest net degree at the start of global routing: 39
- Biggest area cells: edfxtp_1 (69%), dfrtp_1 (4.2%), a22oi_1 (2.3%)
- Cts repair resizes: 0
- Clk ins delay skew pair: 420 ps
- Cell Rows: 43
- Yosys cell count: 366
- Vias/cell: 5.59
- First-pass GRT wire length: 20500 um
- Synth-to-Final Area Change: 18.4%
- DPL Wire Length: ~8200 um
- Gpl congestion: 0.857
- Maximum clock path buffer count: 2
- Minimum clock period: ~2600 ps
- # DRC: 0
- Post-CTS Repair Setup Buffers: 0
- Die W: roughly 120 um
- Synth cell count leaders: edfxtp_1 (136), nand2_1 (22), a22oi_1 (18), nor2_1 (18), nor3_1 (15)
- PwrDens: 978 nW/um2
- Synth flops: 146
- Status: complete, no violations
- Fin util: 0.495
- Final period util: 0.874
- Final cell count without fillers: 602
- CP max stage delay: 600 ps
- Ports: 22
- ANT cells: 0
- Fraction of layout cells with a size suffix above 1: 0.164
- DRT iter0 DRCs: approximately 370
- Largest area contributor in the netlist: edfxtp_1
- Max Cap Viol: 0
- Crit-path cells: xnor2_2, nand4_4, nor2_1, clkdlybuf4s50_1
- Core ar.: approximately 14000 um2
- CTS tree: done
- CTS Hold Bufs: 0
- DRT Pass-1 Iters: 5
- DRT antenna net count: 0
- Slew headroom: 0.452
- Yosys Chip Area: 5890 um2
- Full die area: 15200 um2
- FF-to-FF path depth: 6
- Lkg Pwr: between 2 and 2.5 nW
- Delay-heaviest family, CP: flip-flops
- Reg clk slew, reported paths: 60 ps
- CP max stage cell: dfrtp_1
- Initial antenna violation count: 0
- Fillers: 1135
- Sequential Area: 4330 um2
- Kind of critical path: reg -> out
- Clock Tree Root: clkbuf_16
- Vias in the first global route: 3566
- Unique cell types: 45
- CP Depth: 4
- Hold Crit Class: in -> async
- Critical path data arrival time: approximately 2000 ps
- Top cell area share: 0.693
- Crit path required time: 2400 ps
- Max Fclk: 0.381 GHz
- Seq share, synth: 0.736
- Routed Wire Length: 13100 um
- Yosys Warn Count: 2
- Worst-margin pin slew: a little over 800 ps
- Routed wire length per instance: 21.7 um
- Mapped cell area: 5890 um2
- Total power: 6.82 mW
- Final setup viols: 0
- Post-synth EDFFs: between 100 and 150
- Worst path bufs/invs: 1
- Dominant flop cell: edfxtp_1
- CP endpoint kind: primary output
- H-Tree Depth: 4
- Die Y: approximately 120 um
- Log Warnings: 31
- Slew Limit Fails: 0
- Fin Setup TNS: 0 ps
- Worst clock skew: 11.1 ps
- Worst Setup Start Kind: register
- Num CTS Buffers: 17
- GRT overflow: 0
- Tot GR Track Use: 0.203
- Placed cells: 570
- Multi-input logic area: 1420 um2
- Via count: 3367
- Most frequent cell after synthesis: edfxtp_1
- Fp_density: 0.418
- IO Port Bufs: 21
- Final hold violations: 0
- Syn Area/Cell: 16.1 um2
- Peak supply drop: 520 uV
- Syn Inst Count: 366
- CTS sink count: 146
- RSZ-0062 raised after global routing: no
[sequential cells by signal (all words and copies together) (netlist names)]
signal	flops
data_out	8
fifo_ram	128
rd_ptr	5
wr_ptr	5
[metrics by stage]
step                cell area [um2]  setup WS, ps  hold slack, ps
global placement               6400           640             519
CTS                            6970           376             358
global route                   6970           216             358
detailed placement             6400           569             521
finish                         6970           378             364
floorplan                      5890           751             304
[worst register-to-register path, stage by stage, from the launching register on]
cell	delay, ps
dfrtp_1	460
inv_1	110
ha_1	670
nor3_1	180
nand2_1	430
o221a_2	280
a31oi_1	80
[placed cells by master, fill, tap and decap left out, types with 3 or more instances in the layout]
cell	synthesis	routed
mux2i_1	6	6
nor3_1	15	15
o21ai_0	4	4
a22oi_1	18	18
clkdlybuf4s50_1	0	21
a31oi_1	7	7
buf_4	3	25
clkinv_2	0	5
a222oi_1	8	8
inv_1	6	6
mux2_2	4	4
clkbuf_16	0	17
a221oi_1	10	10
nor2_1	18	18
dfrtp_1	10	10
a32o_1	5	5
nand2_1	22	22
o22ai_1	3	3
a21oi_1	11	11
xnor2_2	3	3
edfxtp_1	136	136
xnor2_1	10	10
clkinv_1	0	3
bufinv_16	0	3
o211ai_1	4	4
a311oi_1	4	4
a211oi_1	3	3
ha_1	8	8
nand3b_1	3	3
[path summary, 6_finish.rpt]
path	slack [ps]	end	start
max	380	empty	wr_ptr[2]$_DFFE_PN0P_
min	360	wr_ptr[0]$_DFFE_PN0P_	rst_n
max reg2reg	520	data_out[7]$_DFFE_PP_	rd_ptr[0]$_DFFE_PN0P_
min reg2reg	530	wr_ptr[4]$_DFFE_PN0P_	wr_ptr[4]$_DFFE_PN0P_
max in group asynchronous	2260	rd_ptr[3]$_DFFE_PN0P_	rst_n
min in group clk0	530	wr_ptr[4]$_DFFE_PN0P_	wr_ptr[4]$_DFFE_PN0P_
[layout make-up]
class,count,share of cell area
well taps,180,0.0323
multi-input cells,192,0.203
flip-flops and latches,146,0.622
inverters,6,0.00323
clock inverters,13,0.0205
repair buffers,46,0.0571
clock buffers,19,0.0621
[logic make-up after synthesis]
logic type               count (synthesis)  synth area share
adder cells (fa/ha/maj)                  8            0.0170
XOR/XNOR                                14            0.0246
flip-flops                             146             0.736
AND/OR/NAND/NOR                         72            0.0603
AND-OR/OR-AND                           86             0.113
buffers and inverters                   28            0.0257
multiplexers                            12            0.0229
[report_power, final]
group	switching, mW	internal, mW	leakage (nW)
registers	0.169	2.48	1.35
logic	1.27	0.838	0.675
clock network	0.763	1.29	0.283
[per-layer routing]
metal / part of all wire / up-vias / GRT usage
li1: - / 1565 / -
met1: 0.43 / 1661 / 0.316
met2: 0.47 / 129 / 0.295
met3: 0.086 / 12 / 0.0843
met4: 0.012 / 0 / 0.0309
met5: 0 / - / 0.0139
Power and IR drop assume default switching activity.
