`/design/flow/config.mk`:
```
export PLATFORM = sky130hd
export DESIGN_NAME = sync_fifo_cnt
export DESIGN_NICKNAME = sync_fifo_cnt
export VERILOG_FILES = /design/flow/design.v
export SDC_FILE = /design/flow/constraint.sdc
export NUM_CORES = 4
export LEC_CHECK = 1
export CORE_UTILIZATION = 50
```
`/design/flow/constraint.sdc`:
```
current_design sync_fifo_cnt

set clk_period 3.5
set clk_io_pct 0.2

create_clock -name clk0 -period $clk_period [get_ports {clk}]

set non_clock_inputs [all_inputs -no_clocks]
set_input_delay [expr $clk_period * $clk_io_pct] -clock clk0 $non_clock_inputs
set_output_delay [expr $clk_period * $clk_io_pct] -clock clk0 [all_outputs]
```
`/design/flow/design.v`:
```
`timescale 1ns/1ns	 
module	sync_fifo_cnt
#(
    parameter   DATA_WIDTH = 'd8                    ,        
    parameter   DATA_DEPTH = 'd16                            
)
(
    input                                   clk     ,        
    input                                   rst_n   ,        
    input   [DATA_WIDTH-1:0]                data_in ,        
    input                                   rd_en   ,        
    input                                   wr_en   ,        
    output  reg [DATA_WIDTH-1:0]            data_out,        
    output                                  empty   ,        
    output                                  full    ,        
    output  reg [$clog2(DATA_DEPTH) : 0]    fifo_cnt         
);
    reg [DATA_WIDTH - 1 : 0] fifo_ram [DATA_DEPTH - 1 : 0];	 
    reg [$clog2(DATA_DEPTH) - 1 : 0]    wr_addr, rd_addr  ;
    always_ff@(posedge clk or negedge rst_n) begin
        if(!rst_n)begin
            wr_addr <= 'b0;
        end else if(wr_en & !full) begin
            fifo_ram[wr_addr] <= data_in;
            wr_addr <= wr_addr + 1;
        end 
    end
    always_ff@(posedge clk or negedge rst_n) begin
        if(!rst_n)begin  
            rd_addr <= 'b0;
        end else if(rd_en & !empty ) begin
            data_out <= fifo_ram[rd_addr];
            rd_addr  <= rd_addr + 1;
        end 
    end
    always_ff@(posedge clk or negedge rst_n) begin
        if(!rst_n)begin
            fifo_cnt <= 'b0;
        end else if(wr_en & !full & !rd_en) begin
            fifo_cnt <= fifo_cnt + 1;
        end else if(rd_en & !empty & !wr_en) begin
            fifo_cnt <= fifo_cnt - 1;
        end else if(rd_en & wr_en) begin;
            fifo_cnt <= fifo_cnt;
        end 
    end
    assign full = fifo_cnt == DATA_DEPTH;
    assign empty = fifo_cnt == 0;
endmodule
```
`/design/flow/run.sh`:
```
#!/bin/bash
# OpenROAD 26Q1-2900-gdf79404cd8, Yosys 0.63+post, stock flow scripts
make -C /OpenROAD-flow-scripts/flow DESIGN_CONFIG=/design/flow/config.mk WORK_HOME=/design/flow/orfs finish
```
==> out/metrics.yaml <==
run_status:
  status: "complete, no violations"
layout:
  final_common_cell: "edfxtp_1"
  lay_top_cells: "edfxtp_1, buf_4, clkdlybuf4s50_1, nand2_1, nor2_1"
  logic_area_mm2: 0.00161
  fin_area_mm2: 0.00735
  drive_gt1_share_pct: 18.9
  fillers: 884
  area.sequential_mm2: 0.00441
  postLayoutCoreUtil_pct: 61.2
  area.growth.synth_to_final_pct: 19.6
global_routing:
  antenna_found_initial: 0
  grt.total_usage_pct: 26.6
  grt_pass1_wl_um: 22400
  grt_pass1_vias: 3936
  grt_overflow: 0
  grt_max_degree: 30
route:
  drt-initial-drc-count: 311
  drc: 0
  ant_nets: 0
  first_pass_iters: 4
  vias: 3706
  wl_per_cell_um: 23.5
  wl_um: 14400
  vias_per_cell: 6.06
  antenna_cells: 0
yosys:
  netlist_area_mm2: 0.00615
  ys_cells: 395
  yosysWarnings: 2
  async_flop_share_pct: 8.72
  synth-edff-count: 136
  yosys_area_mm2: 0.00615
  ys_ff: 149
  synthFlopType: "edfxtp_1"
  avgSynthCellArea_um2: 15.6
  synth.distinct_cells: 56
  ys_seq_share_pct: 71.7
  synthCells: 395
clock_network:
  cts_tree: "built"
  clkSinkCount: 149
  postCtsSetupBuffers: 0
  cts-hold-fix-buffers: 0
  clkTransAtPathRegs_ps: 60
  clk_latency_ps: 420
  numCtsBuffers: 17
  ctsHtreeMaxLevel: 4
  clock-root-buffer: "clkbuf_16"
  cts_buffer_depth: 2
  cts-resized-gates: 0
pwr:
  power_leakage_nw: 2.53
  ir_drop_uv: 542
  cellPowerDensity_mw_per_mm2: 830
  swShare_pct: 32.0
  power_frac_seq_pct: 38.4
  p_comb_share_pct: 32.0
  intPower_mw: 4.15
  power.share.clock_pct: 29.6
  power.switching_mw: 1.95
sta:
  fin_skew_ps: 4.93
  finalHoldViolCount: 0
  finalCriticalPeriod_ps: 2780
  rsz0062_at_grt: "no"
  worst_hold_slack_ps: 547
  min_period_over_period_pct: 79.5
  finalSetupViolations: 0
  drv_slew: 0
  timing.fmax_ghz: 0.359
  tns_ps: 0
  slew_headroom_pct: 51.7
  worstMarginPinSlew_ps: 724
setup_path:
  ff2ff_path_depth: 8
  r2r_slack_ps: 770
  timing.rr.start: "fifo_cnt[0]"
  startpoint_type: "flip-flop"
  critical_path.endpoint_type: "output pin"
  cp.required_ps: 2800
  reg2reg_to: "fifo_cnt[4]"
  critPathLaunch: "fifo_cnt[0]"
  critPathMaxFanout: 6
  arrival_ps: 2080
  crit_type: "reg -> out"
floorplan:
  fp-utilization_pct: 51.2
  fp.dieH_um: 113
  rows: 40
  coreArea_mm2: 0.0120
  ios: 27
  chipArea_mm2: 0.0127
  die_x_um: 113
flow_run:
  drv_cap: 0
  tool_warnings: 31
placed_design:
  place_area_mm2: 0.00676
  routabilityCongestion: 0.893
  portBuffers: 26
  dp_hpwl_um: 9370
hold_path:
  hold_class: "in -> async"
area by class of cell:
type                       count  area share (%)
tap                          147            2.50
sequential                   149            60.0
clock inverter                13            2.14
clock buffer                  19            5.89
timing repair buffer          61            7.11
multi-input combinational    215            22.0
inverter                       8           0.409
metrics by stage:
stage / total power, mW / std cells / setup slack, ps
4_1_cts: 6.13 / 612 / 708
2_1_floorplan: 3.59 / 395 / 733
3_5_place_dp: 4.31 / 580 / 374
6_report: 6.10 / 612 / 718
3_3_place_gp: 4.31 / 580 / 428
5_1_grt: 6.41 / 612 / 576
kinds of logic after synthesis:
logic type,after synthesis,share of synthesized area [%]
xor gates and xnor gates,9,1.28
adders and majority gates,12,2.57
and+or+nand+nor,86,6.92
DFF,149,71.7
muxes,24,4.89
buffers and inverters,31,1.99
AOI/OAI and AO/OA,84,10.6
cells in the mapped netlist, drive strengths merged, types with 5 or more instances:
library cell	count	area (um2)
inv	8	30.0
nand3b	5	37.5
a22o	5	43.8
dfrtp	13	325
mux2i	6	60.1
nand2	22	82.6
edfxtp	136	4080
nor2	22	82.6
xnor2	7	61.3
nand3	11	55.1
a21oi	11	55.1
a221oi	7	61.3
a222oi	5	50.1
o21ai	7	35.0
buf	10	42.5
nor2b	5	31.3
clkbuf	13	50.0
ha	11	138
mux2	16	195
a22oi	15	113
layer usage:
metal	vias up	wire length [um]	track usage [%]
met5	-	0	0
met4	0	312	4.82
met3	27	1350	12.4
met2	159	6670	38.2
met1	1840	6020	42.7
li1	1680	-	-
critical path, stage by stage, from the launching register on:
cell	delay (ps)
dfrtp_1	460
nor4_1	540
and2_1	210
clkdlybuf4s50_1	460
how the worst max path moves through the flow:
| stage | to | slack (ps) | depth (start not counted) |
|---|---|---|---|
| finish | full | 720 | 3 |
| CTS | full | 710 | 3 |
| global route | fifo_cnt[4] | 580 | 8 |
sequential cells by signal (all words and copies together) (netlist names):
signal,count
fifo_cnt,5
wr_addr,4
fifo_ram,128
rd_addr,4
data_out,8
power by group through the flow:
stage / Clock, mW / Combinational, mW / Sequential (mW)
CTS: 1.83 / 1.95 / 2.34
global route: 1.91 / 2.13 / 2.37
finish: 1.81 / 1.95 / 2.34
No activity file was given, so power comes from the tool's default toggle rates.
