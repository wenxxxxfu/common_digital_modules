### ./config.mk
export PLATFORM = sky130hd
export DESIGN_NAME = top_module
export DESIGN_NICKNAME = top_module
export VERILOG_FILES = /design/flow/design.v
export SDC_FILE = /design/flow/constraint.sdc
export NUM_CORES = 4
export LEC_CHECK = 1
export CORE_AREA = 10 10 151 151
export DIE_AREA = 0 0 161 161
### ./run.sh
#!/bin/bash
# OpenROAD 26Q1-2900-gdf79404cd8, Yosys 0.63+post, stock flow scripts
make -C /OpenROAD-flow-scripts/flow DESIGN_CONFIG=/design/flow/config.mk WORK_HOME=/design/flow/orfs finish
### ./constraint.sdc
current_design top_module

set clk_period 4.4
set clk_io_pct 0.2

create_clock -name clk0 -period $clk_period

set non_clock_inputs [all_inputs -no_clocks]
set_input_delay [expr $clk_period * $clk_io_pct] -clock clk0 $non_clock_inputs
set_output_delay [expr $clk_period * $clk_io_pct] -clock clk0 [all_outputs]
### ./design.v
module top_module( 
    input [255:0] in,
    input [7:0] sel,
    output out );
    assign out = in[sel];
endmodule
==> flow_metrics.tcl <==
# flow metrics
set metrics [dict create \
    status "completed" \
    flow.area_growth_from_synthesis_pct 138 \
    core_util_floorplan 0.114 \
    timing.critical_path.from "sel[0]" \
    cts.repair_timing.setup_buffer_count 0 \
    post_synth_instance_area_um2 2220 \
    finish.cell_count_without_fillers 751 \
    layout-drive-gt1-share 0.132 \
    setup-violations-final 0 \
    wl_per_cell_um 20.9 \
    rsz_0062_raised_after_global_routing "no" \
    clock_buffers 0 \
    pin_count_of_the_biggest_net_entering_global_routing 21 \
    post-route-min-period_ns 4.24 \
    track_usage 0.116 \
    hold_path.startpoint "sel[6]" \
    route.antenna.remaining_nets 0 \
    post-place-cells 751 \
    area.sequential_um2 0 \
    setup_total_negative_slack_ns 0 \
    syn_inst 220 \
    crit_path_max_fanout 20 \
    antenna_found_initial 0 \
    mean_area_per_synthesized_cell_um2 10.1 \
    holdPathEnd "out" \
    crit_path_frequent_cell "sky130_fd_sc_hd__buf_4" \
    drt_first_pass_iters 4 \
    number_of_top_level_design_ports 265 \
    grt_pass1_wl_um 22200 \
    worstPathCellList "buf_4 > buf_4 > mux2i_1 > o22ai_1 > nor3_1 > a2111oi_0 > nor4_1 > a31oi_1 > clkdlybuf4s50_1" \
    vias 3073 \
    buffer_ports.inserted 265 \
    critical-path-max-stage-delay_ns 0.53 \
    avgViaCountPerCell 4.09 \
    placeableCoreArea_um2 19500 \
    worst_slew_margin_rel 0.713 \
    globalRoute.totalOverflow 0 \
    dpl_worst_slack_ns 0.0566 \
    power_leakage_nw 1.98 \
    slew_violations 0 \
    irDropWorstVdd_mv 0.0351 \
    yosysWarnings 0 \
    postSynthSeqShare 0 \
    synth-cells-yosys 220 \
    chip_area_um2 25900 \
    post_synth_num_cell_types 35 \
    route.final.wire_length_um 15700 \
    filler_cells_inserted 2112 \
    ys_top_cells_by_area "sky130_fd_sc_hd__mux4_2, sky130_fd_sc_hd__mux2i_1, sky130_fd_sc_hd__mux4_1, sky130_fd_sc_hd__o22ai_1, sky130_fd_sc_hd__a22oi_1" \
    critical_path_class "in -> out" \
    area.combinational_um2 2050 \
    globalplace.congestion 0.837 \
    hold_violations 0 \
    critPathCaptureType "output port" \
    total_power_mw 0.479 \
    cap_viol_max_count 0 \
    crit_arrival_ns 3.36 \
    min_path_cells 4 \
    final_util 0.271 \
    n_antenna_cell 0 \
    fin_ws_ns 0.160 \
    dr_iter_0_viols 173 \
    yosys-stat-area_um2 2220 \
    tightestPinTransition_ns 0.418 \
    critical_path.slowest_cell "sky130_fd_sc_hd__clkdlybuf4s50_1" \
    yosysTopAreaCellShare 0.314 \
    maxClockFrequency_mhz 236 \
    stage_log_warnings 32 \
    crit_required_ns 3.52 \
    num_rows 51 \
    chipWidth_um 161 \
    placed_wire_length_estimate_after_detailed_placement_um 14400 \
    final.period_utilization 0.964 \
    worst_setup_path_start_kind "primary input" \
    first_global_vias 3528 \
    post-route-drc-count 0 \
    design.seq.count 0 \
    power.density_cell_area_nw_per_um2 90.6 \
    synthDominantAreaCellType "sky130_fd_sc_hd__mux4_2" \
    die_height_um 161 \
    worstHoldPathType "in -> out" \
]
[synthesized netlist by cell type (3+ instances only)]
master,count
sky130_fd_sc_hd__mux4_1,5
sky130_fd_sc_hd__mux2i_1,61
sky130_fd_sc_hd__a22o_1,5
sky130_fd_sc_hd__o22ai_1,20
sky130_fd_sc_hd__buf_2,9
sky130_fd_sc_hd__nor2_1,8
sky130_fd_sc_hd__nor2b_1,4
sky130_fd_sc_hd__nand2_1,4
sky130_fd_sc_hd__a31oi_1,5
sky130_fd_sc_hd__a21oi_1,4
sky130_fd_sc_hd__nand3_1,5
sky130_fd_sc_hd__nand3b_1,3
sky130_fd_sc_hd__nor3_1,3
sky130_fd_sc_hd__nor4_1,8
sky130_fd_sc_hd__mux4_2,31
sky130_fd_sc_hd__buf_4,8
sky130_fd_sc_hd__clkbuf_1,5
sky130_fd_sc_hd__o21ai_0,3
sky130_fd_sc_hd__a22oi_1,10
[per-layer routing]
metal | part of all wire | up-vias | routed length [um] | global-route usage
li1 | - | 1482 | - | -
met1 | 0.41 | 1453 | 6480 | 0.147
met2 | 0.52 | 134 | 8110 | 0.209
met3 | 0.065 | 4 | 1020 | 0.0219
met4 | 0.0051 | 0 | 80 | 0.00496
met5 | 0 | - | 0 | 0
[logic make-up after synthesis]
group,after synthesis,synth area share
multiplexers,97,0.648
AND-OR/OR-AND,53,0.167
AND/OR/NAND/NOR,42,0.105
buffers and inverters,28,0.0800
[repair_timing]
action                                  in CTS  in global routing
endpoints found under the setup margin       0                  1
resized                                      0                  4
hold buffers                                 0                  0
[where the power goes]
| group | internal [mW] | switching [mW] | total [mW] |
|---|---|---|---|
| Clock | 0 | 0 | 0 |
| Sequential | 0 | 0 | 0 |
| Combinational | 0.327 | 0.152 | 0.479 |
[cells in the final DEF (no fill, tap or decap), types with 2 or more instances in the layout]
cell type / instances
sky130_fd_sc_hd__o21ai_0: 3
sky130_fd_sc_hd__nor3_1: 3
sky130_fd_sc_hd__nor2b_1: 4
sky130_fd_sc_hd__nand2_1: 4
sky130_fd_sc_hd__o22ai_1: 20
sky130_fd_sc_hd__nand3b_1: 3
sky130_fd_sc_hd__nor4_1: 8
sky130_fd_sc_hd__nor2_1: 8
sky130_fd_sc_hd__a22o_1: 5
sky130_fd_sc_hd__buf_12: 3
sky130_fd_sc_hd__dlymetal6s2s_1: 2
sky130_fd_sc_hd__mux4_1: 5
sky130_fd_sc_hd__a21oi_1: 4
sky130_fd_sc_hd__mux4_2: 31
sky130_fd_sc_hd__o211ai_1: 2
sky130_fd_sc_hd__buf_4: 26
sky130_fd_sc_hd__nand3_1: 5
sky130_fd_sc_hd__a22oi_1: 9
sky130_fd_sc_hd__a31oi_1: 5
sky130_fd_sc_hd__and3_1: 2
sky130_fd_sc_hd__mux2i_1: 61
sky130_fd_sc_hd__clkdlybuf4s50_1: 261
[final cells by class]
type,instances,area share
inverter,2,0.00213
multi-input combinational,192,0.388
tap,265,0.0627
timing repair buffer,292,0.547
[worst max-delay path by stage]
stage	cells past startpoint	slack, ns	to
after global routing	9	0.02	out
after CTS	9	0.06	out
final	9	0.16	out
[metrics by stage]
step | hold WS (ns) | instance area, um2
after detailed placement | 2.99 | 5270
final | 3.03 | 5290
after global placement | 2.98 | 5270
after floorplan | 1.86 | 2220
after global routing | 3.12 | 5290
after CTS | 2.99 | 5270
[critical path: cells and delay by family]
| family | cells | cell delay (ns) |
|---|---|---|
| AOI/OAI and AO/OA | 3 | 0.83 |
| muxes | 1 | 0.23 |
| buffers and inverters | 3 | 1.19 |
| and+or+nand+nor | 2 | 0.20 |
Power figures rest on the tool's default switching activity, not on a simulated workload.
